[/design/flow/run.sh]
#!/bin/bash
# OpenROAD 26Q1-2900-gdf79404cd8, Yosys 0.63+post, stock flow scripts
make -C /OpenROAD-flow-scripts/flow DESIGN_CONFIG=/design/flow/config.mk WORK_HOME=/design/flow/orfs finish
[/design/flow/config.mk]
export PLATFORM = sky130hd
export DESIGN_NAME = horas
export DESIGN_NICKNAME = horas
export VERILOG_FILES = /design/flow/design.v
export SDC_FILE = /design/flow/constraint.sdc
export NUM_CORES = 4
export LEC_CHECK = 1
export CORE_UTILIZATION = 50
[/design/flow/design.v]
module horas(clock, clock1, UP, DOWN, SW16, SW17, clockOUT, a, b, c, d, e, f, g, a1, b1, c1, d1, e1, f1, g1);
input clock, UP, DOWN, SW16, clock1, SW17;
reg [5:0]hora;
output reg clockOUT, a, b, c, d, e, f, g, a1, b1, c1, d1, e1, f1, g1;
reg estado, jafoi;
reg [31:0]count;
initial hora = 15;
initial count = 0;
always @(posedge clock) begin
	if(SW16 == 1 && SW17 == 1)
		estado = 0;
	else if(SW16 == 0 && SW17 == 1)
		estado = 1;
	case(clock1)
		1 :	if(estado == 0)
				count = count + 1;
	endcase
	case(estado)
		0 : begin				
				if(count >= 1)begin
					hora <= hora + 1; 
					count = 0;
					end
				if(hora >= 24)begin
					clockOUT = 1;
					hora <= 0;
					end
				else
					clockOUT = 0;
			end			
		1 : begin
				if(UP == 1 && jafoi == 1)begin
					if(hora==23)
						hora <= 0;
					else
						hora <= hora + 1;
					jafoi <= 0; end
				else 
				if(DOWN== 1 && jafoi == 1)begin
					if(hora==0)
						hora <= 23;
					else
						hora <= hora - 1;
					jafoi <= 0; end
				else
				if(UP==0 && DOWN==0)
					jafoi <= 1;
			end			
	endcase	
	case(hora%10)
			0 : begin a <= 0 ; b <= 0 ; c <= 0 ; d <= 0 ; e <= 0 ; f <= 0 ; g <= 1 ;end
			1 : begin a <= 1 ; b <= 0 ; c <= 0 ; d <= 1 ; e <= 1 ; f <= 1 ; g <= 1 ;end
			2 : begin a <= 0 ; b <= 0 ; c <= 1 ; d <= 0 ; e <= 0 ; f <= 1 ; g <= 0 ;end
			3 : begin a <= 0 ; b <= 0 ; c <= 0 ; d <= 0 ; e <= 1 ; f <= 1 ; g <= 0 ;end
			4 : begin a <= 1 ; b <= 0 ; c <= 0 ; d <= 1 ; e <= 1 ; f <= 0 ; g <= 0 ;end
			5 : begin a <= 0 ; b <= 1 ; c <= 0 ; d <= 0 ; e <= 1 ; f <= 0 ; g <= 0 ;end
			6 : begin a <= 0 ; b <= 1 ; c <= 0 ; d <= 0 ; e <= 0 ; f <= 0 ; g <= 0 ;end
			7 : begin a <= 0 ; b <= 0 ; c <= 0 ; d <= 1 ; e <= 1 ; f <= 1 ; g <= 1 ;end
			8 : begin a <= 0 ; b <= 0 ; c <= 0 ; d <= 0 ; e <= 0 ; f <= 0 ; g <= 0 ;end
			9 :	begin a <= 0 ; b <= 0 ; c <= 0 ; d <= 0 ; e <= 1 ; f <= 0 ; g <= 0 ;end
		endcase
	case(hora/10)
			0 : begin a1 <= 0 ; b1 <= 0 ; c1 <= 0 ; d1 <= 0 ; e1 <= 0 ; f1 <= 0 ; g1 <= 1 ;end
			1 : begin a1 <= 1 ; b1 <= 0 ; c1 <= 0 ; d1 <= 1 ; e1 <= 1 ; f1 <= 1 ; g1 <= 1 ;end
			2 : begin a1 <= 0 ; b1 <= 0 ; c1 <= 1 ; d1 <= 0 ; e1 <= 0 ; f1 <= 1 ; g1 <= 0 ;end
			3 : begin a1 <= 0 ; b1 <= 0 ; c1 <= 0 ; d1 <= 0 ; e1 <= 1 ; f1 <= 1 ; g1 <= 0 ;end
			4 : begin a1 <= 1 ; b1 <= 0 ; c1 <= 0 ; d1 <= 1 ; e1 <= 1 ; f1 <= 0 ; g1 <= 0 ;end
			5 : begin a1 <= 0 ; b1 <= 1 ; c1 <= 0 ; d1 <= 0 ; e1 <= 1 ; f1 <= 0 ; g1 <= 0 ;end
			6 : begin a1 <= 0 ; b1 <= 1 ; c1 <= 0 ; d1 <= 0 ; e1 <= 0 ; f1 <= 0 ; g1 <= 0 ;end
			7 : begin a1 <= 0 ; b1 <= 0 ; c1 <= 0 ; d1 <= 1 ; e1 <= 1 ; f1 <= 1 ; g1 <= 1 ;end
			8 : begin a1 <= 0 ; b1 <= 0 ; c1 <= 0 ; d1 <= 0 ; e1 <= 0 ; f1 <= 0 ; g1 <= 0 ;end
			9 :	begin a1 <= 0 ; b1 <= 0 ; c1 <= 0 ; d1 <= 0 ; e1 <= 1 ; f1 <= 0 ; g1 <= 0 ;end
		endcase
end
endmodule
[/design/flow/constraint.sdc]
current_design horas

set clk_period 4.7
set clk_io_pct 0.2

create_clock -name clk0 -period $clk_period [get_ports {clock}]

set non_clock_inputs [all_inputs -no_clocks]
set_input_delay [expr $clk_period * $clk_io_pct] -clock clk0 $non_clock_inputs
set_output_delay [expr $clk_period * $clk_io_pct] -clock clk0 [all_outputs]
==> results.sh <==
# implementation run metrics
export IMPL_outcome="finished, final reports clean"
export IMPL_p_sw_share_pct=46.9
export IMPL_clock_sink_count=55
export IMPL_pin_count=21
export IMPL_power_frac_clock_pct=8.4
export IMPL_p_seq_share_pct=23.6
export IMPL_p_comb_share_pct=68.0
export IMPL_synth_flops=55
export IMPL_syn2layout_area_growth_pct=9.84
export IMPL_hold_class="flop to flop"
export IMPL_finalWirelength_mm=8.56
export IMPL_yosysUniqueCellTypes=74
export IMPL_ys_seq_share_pct=33.4
export IMPL_post_cts_buffers=0
export IMPL_hold_depth=1
export IMPL_largest_reg_flops=32
export IMPL_die_h_um=91.0
export IMPL_total_power_mw=3.40
export IMPL_drive_gt1_share_pct=6.75
export IMPL_ant_nets=0
export IMPL_grt_pass1_wl_mm=14.9
export IMPL_dp_cells=583
export IMPL_crit_type="flop to flop"
export IMPL_fin_cells=591
export IMPL_reg2reg_slack_ps=350
export IMPL_enable_flop_cells=22
export IMPL_cp_required_ps=4750
export IMPL_p_sw_mw=1.60
export IMPL_finalWorstSetupSlack_ps=349
export IMPL_row_count=32
export IMPL_nFillCells=700
export IMPL_crit_path_max_fanout=10
export IMPL_cts_clk_slew_worst_paths_ps=90
export IMPL_power_density_nw_per_um2=783
export IMPL_grt_usage_pct=22.6
export IMPL_yosys_area_um2=3960
export IMPL_total_leakage_power_nw=1.56
export IMPL_clock_path_buffers=2
export IMPL_cts_tree="done"
export IMPL_worstSetupEndpointType="flop"
export IMPL_synthArstFlopShare_pct=0
export IMPL_finalSetupViolCount=0
export IMPL_cts_buffers=5
export IMPL_maxCapViolCount=0
export IMPL_dpl_hpwl_mm=6.37
export IMPL_first_iter_violations=179
export IMPL_fp_dieW_um=91.0
export IMPL_vias_per_cell=5.77
export IMPL_cts_root_buffer="clkbuf_8"
export IMPL_overflow=0
export IMPL_rsz0062_at_grt="no"
export IMPL_tightest_slew_ps=808
export IMPL_die_area_um2=8270
export IMPL_cts_htree_levels=2
export IMPL_seqCellArea_um2=1320
export IMPL_dr_pass1_iters=6
export IMPL_synth_cell_area_um2=3960
export IMPL_fp_util_pct=51.5
export IMPL_cp_data_arrival_time_ps=4400
export IMPL_ir_worst_vdd_v=0.000284
export IMPL_core_um2=7690
export IMPL_start_kind="flop"
export IMPL_synth_warnings=1
export IMPL_insertion_delay_ps=300
export IMPL_p_int_mw=1.81
export IMPL_final_setup_skew_ps=7.68
export IMPL_finalCriticalPeriod_ps=4350
export IMPL_detail_route_wl_per_cell_um=14.5
export IMPL_logic_area_um2=2490
export IMPL_timing_hold_ws_ps=489
export IMPL_yosys_cells=471
export IMPL_place_worst_setup_slack_ps=294
export IMPL_syn_inst=471
export IMPL_drcViolationCount=0
export IMPL_numPortBuffers=20
export IMPL_final_period_utilization_pct=92.6
export IMPL_max_freq_mhz=230
export IMPL_grt_pass1_vias=3132
export IMPL_relSlewSlack_pct=45.9
export IMPL_hold_viol=0
export IMPL_synthFlopType="dfxtp_1"
export IMPL_fin_setup_tns_ps=0
export IMPL_warnings=32
export IMPL_num_vias=3412
export IMPL_r2r_cells=17
export IMPL_avgSynthCellArea_um2=8.40
export IMPL_cts_hold_buf=0
export IMPL_num_antenna_cells=0
export IMPL_grt_max_degree=23
export IMPL_gp_congestion=0.934
export IMPL_antenna_found_initial=0
export IMPL_slew_viol_final=0
==> power groups by stage <==
stage / clock network (mW) / logic [mW] / registers [mW]
CTS: 0.298 / 2.30 / 0.806
global route: 0.315 / 2.57 / 0.822
finish: 0.286 / 2.31 / 0.805
==> worst max-delay path: stages, from the launching register on <==
cell      delay, ps
edfxtp_1        350
inv_1           120
ha_1            240
nor2_1          140
inv_1            70
ha_1            290
nand2b_1        160
o21a_1          250
nor2_1          340
xnor2_1         290
ha_2            400
o21ai_0         110
a31oi_1         180
o21ai_0         100
o32ai_1         390
a22oi_4         180
nor3b_2         380
a21oi_1         100
==> final timing paths <==
kind / startpoint / endpoint
max: hora[4] / d
min: count[3] / count[3]
max reg2reg: hora[4] / d
min reg2reg: count[3] / count[3]
==> repair_timing <==
| item | CTS | global route |
|---|---|---|
| endpoints found under the setup margin | 0 | 5 |
| resized | 0 | 1 |
| endpoints found under the hold margin | 0 | 0 |
==> stage by stage <==
step / area, um2 / util [%]
global placement: 4240 / 55.2
detailed placement: 4240 / 55.2
floorplan: 3980 / -
global route: 4350 / 56.5
finish: 4350 / 56.5
CTS: 4340 / 56.5
==> final cells by class <==
class                   count  share of cell area, %
multi-input cells         385                   57.2
inverters                  13                   1.12
repair buffers             28                   5.99
flip-flops and latches     55                   30.4
well taps                 102                   2.94
clock buffers               8                   2.33
==> synth_stat cells, drive strengths merged, types with 13 or more instances <==
| cell type | n | area [um2] |
|---|---|---|
| a21oi | 39 | 203 |
| edfxtp | 22 | 661 |
| nor2 | 43 | 161 |
| nand2 | 38 | 143 |
| o21ai | 24 | 120 |
| nand4 | 15 | 93.8 |
| and2 | 20 | 125 |
| dfxtp | 33 | 661 |
| clkbuf | 13 | 48.8 |
| nand3 | 26 | 143 |
| xnor2 | 15 | 139 |
==> cells in the final DEF (no fill, tap or decap), types with 11 or more instances in the layout <==
master,n
nand3_1,25
nor4_1,11
xor2_1,11
nand2_1,38
xnor2_1,14
nand4_1,15
edfxtp_1,22
o21ai_0,21
nor2_1,43
ha_1,11
dfxtp_1,33
clkdlybuf4s50_1,20
and2_1,20
a21oi_1,37
inv_1,12
==> logic make-up (layout without fill, tap and decap cells) <==
group | Yosys count | in the layout | synth area share, %
xor gates and xnor gates | 26 | 26 | 5.95
muxes | 5 | 5 | 1.30
adders and majority gates | 14 | 14 | 4.30
buffers and inverters | 37 | 49 | 4.40
DFF | 55 | 55 | 33.4
and+or+nand+nor | 212 | 212 | 29.7
AOI/OAI and AO/OA | 121 | 121 | 20.9
other | 1 | 7 | 0.0948
==> routing by layer <==
metal / wire, um / global-route usage (%)
met5: 0 / 0
met4: 226 / 4.76
met3: 251 / 2.21
met2: 3970 / 36.9
met1: 4120 / 33.9
Power is estimated from default activity; no workload was simulated.
