==> flow/design.v <==
module minutos(clock, clock1, UP, DOWN, SW15, SW17, clockOUT, a, b, c, d, e, f, g, a1, b1, c1, d1, e1, f1, g1);
input clock, UP, DOWN, SW15, clock1, SW17;
reg [5:0]minuto;
output reg clockOUT, a, b, c, d, e, f, g, a1, b1, c1, d1, e1, f1, g1;
reg estado, jafoi;
reg [31:0]count;
initial minuto = 0;
initial count = 0;
always @(posedge clock) begin
	if(SW15 == 1 && SW17 == 1 )
		estado = 0;
	else if(SW15 == 0 && SW17 == 1)
		estado = 1;
	case(clock1)
		1 :	if(estado == 0)
				count = count + 1;
	endcase
	case(estado)
		0 : begin				
				if(count >= 1)begin
					minuto <= minuto + 1; 
					count = 0;
					end
				if(minuto >= 60)begin
					clockOUT = 1;
					minuto <= 0;
					end
				else
					clockOUT = 0;
			end			
		1 : begin
				if(UP == 1 && jafoi == 1)begin
					if(minuto==59)
						minuto <= 0;
					else
						minuto <= minuto + 1;
					jafoi <= 0; end
				else 
				if(DOWN== 1 && jafoi == 1)begin
					if(minuto==0)
						minuto <= 59;
					else
						minuto <= minuto - 1;
					jafoi <= 0; end
				else
				if(UP==0 && DOWN==0)
					jafoi <= 1;
			end			
	endcase	
	case(minuto%10)
			0 : begin a <= 0 ; b <= 0 ; c <= 0 ; d <= 0 ; e <= 0 ; f <= 0 ; g <= 1 ;end
			1 : begin a <= 1 ; b <= 0 ; c <= 0 ; d <= 1 ; e <= 1 ; f <= 1 ; g <= 1 ;end
			2 : begin a <= 0 ; b <= 0 ; c <= 1 ; d <= 0 ; e <= 0 ; f <= 1 ; g <= 0 ;end
			3 : begin a <= 0 ; b <= 0 ; c <= 0 ; d <= 0 ; e <= 1 ; f <= 1 ; g <= 0 ;end
			4 : begin a <= 1 ; b <= 0 ; c <= 0 ; d <= 1 ; e <= 1 ; f <= 0 ; g <= 0 ;end
			5 : begin a <= 0 ; b <= 1 ; c <= 0 ; d <= 0 ; e <= 1 ; f <= 0 ; g <= 0 ;end
			6 : begin a <= 0 ; b <= 1 ; c <= 0 ; d <= 0 ; e <= 0 ; f <= 0 ; g <= 0 ;end
			7 : begin a <= 0 ; b <= 0 ; c <= 0 ; d <= 1 ; e <= 1 ; f <= 1 ; g <= 1 ;end
			8 : begin a <= 0 ; b <= 0 ; c <= 0 ; d <= 0 ; e <= 0 ; f <= 0 ; g <= 0 ;end
			9 :	begin a <= 0 ; b <= 0 ; c <= 0 ; d <= 0 ; e <= 1 ; f <= 0 ; g <= 0 ;end
		endcase
	case(minuto/10)
			0 : begin a1 <= 0 ; b1 <= 0 ; c1 <= 0 ; d1 <= 0 ; e1 <= 0 ; f1 <= 0 ; g1 <= 1 ;end
			1 : begin a1 <= 1 ; b1 <= 0 ; c1 <= 0 ; d1 <= 1 ; e1 <= 1 ; f1 <= 1 ; g1 <= 1 ;end
			2 : begin a1 <= 0 ; b1 <= 0 ; c1 <= 1 ; d1 <= 0 ; e1 <= 0 ; f1 <= 1 ; g1 <= 0 ;end
			3 : begin a1 <= 0 ; b1 <= 0 ; c1 <= 0 ; d1 <= 0 ; e1 <= 1 ; f1 <= 1 ; g1 <= 0 ;end
			4 : begin a1 <= 1 ; b1 <= 0 ; c1 <= 0 ; d1 <= 1 ; e1 <= 1 ; f1 <= 0 ; g1 <= 0 ;end
			5 : begin a1 <= 0 ; b1 <= 1 ; c1 <= 0 ; d1 <= 0 ; e1 <= 1 ; f1 <= 0 ; g1 <= 0 ;end
			6 : begin a1 <= 0 ; b1 <= 1 ; c1 <= 0 ; d1 <= 0 ; e1 <= 0 ; f1 <= 0 ; g1 <= 0 ;end
			7 : begin a1 <= 0 ; b1 <= 0 ; c1 <= 0 ; d1 <= 1 ; e1 <= 1 ; f1 <= 1 ; g1 <= 1 ;end
			8 : begin a1 <= 0 ; b1 <= 0 ; c1 <= 0 ; d1 <= 0 ; e1 <= 0 ; f1 <= 0 ; g1 <= 0 ;end
			9 :	begin a1 <= 0 ; b1 <= 0 ; c1 <= 0 ; d1 <= 0 ; e1 <= 1 ; f1 <= 0 ; g1 <= 0 ;end
		endcase
end
endmodule
==> flow/run.sh <==
#!/bin/bash
# OpenROAD 26Q1-2900-gdf79404cd8, Yosys 0.63+post, stock flow scripts
make -C /OpenROAD-flow-scripts/flow DESIGN_CONFIG=/design/flow/config.mk WORK_HOME=/design/flow/orfs finish
==> flow/config.mk <==
export PLATFORM = sky130hd
export DESIGN_NAME = minutos
export DESIGN_NICKNAME = minutos
export VERILOG_FILES = /design/flow/design.v
export SDC_FILE = /design/flow/constraint.sdc
export NUM_CORES = 4
export LEC_CHECK = 1
export CORE_UTILIZATION = 40
==> flow/constraint.sdc <==
current_design minutos

set clk_period 5.5
set clk_io_pct 0.2

create_clock -name clk0 -period $clk_period [get_ports {clock}]

set non_clock_inputs [all_inputs -no_clocks]
set_input_delay [expr $clk_period * $clk_io_pct] -clock clk0 $non_clock_inputs
set_output_delay [expr $clk_period * $clk_io_pct] -clock clk0 [all_outputs]
==> run notes <==
The layout was made with Yosys and OpenROAD.

The flow ran to the end, and the final reports show no timing, DRC or antenna violations. In this run the maximum-capacitance check reported violations numbering 0. The clock reaches the later pin of the worst-skew pair after 0.31 ns. Listed in order, past its start point the critical path passes nor2_1 -> inv_1 -> ha_1 -> nand2b_1 -> o21ai_0 -> nor2_1 -> a211oi_1 -> ha_1 -> nand2_1 -> a31oi_1 -> a31oi_1 -> buf_4 -> a311oi_1 -> nand3_1. The critical path endpoint has a required time of 5.56 ns. The flip-flop count of the largest register after layout is 32.

Data on the critical path arrives at its endpoint at 4.51 ns. The die height is 99.26 um. Setup repair after global routing left no endpoint under its margin. The leading cell type in the layout, fill and taps excluded is sky130_fd_sc_hd__nor2_1.

The final layout contains routed wiring with a total length of 8.161 mm. The core area is 0.009196 mm2. The total clock buffers created by CTS is 5. The chip occupies 0.009852 mm2. The via density per instance is 5.648. CTS saw 55 sinks. The layout summary lists the proportion of cells stronger than drive strength 1 as 0.06568. After routing, the total negative slack on setup checks comes to 0 ns. The first detailed-routing pass ran for 5 iterations. The routed design shows a wire length per standard cell of 14.00 um. The detailed router finished its first iteration with 224 violations. Measured against its own limit, the worst slew margin works out to 0.4818. The clock edge transition at the registers on the reported setup and hold paths is 0.10 ns. The half-perimeter wire length after detailed placement is 5.854 mm. Ranking logic cells in the layout by count gives the top entries sky130_fd_sc_hd__nor2_1 (47), sky130_fd_sc_hd__a21oi_1 (38), sky130_fd_sc_hd__dfxtp_1 (33). The first global-routing pass estimated 13.71 mm of wire. The die boundary width is 99.26 um. After global routing the overflow that remains totals 0.

The synthesis report gives the async set-or-reset register share as 0. The H-tree was split into 2 levels. The warning count from the yosys run is 1. TritonCTS built the clock tree.

In this run the remaining antenna-violating nets after routing total 0. The filler cell count in the final layout is 903. The number of top-level design ports is 21. On the final layout, the worst clock skew is 0.01877 ns.

The clock tree root driver cell is sky130_fd_sc_hd__clkbuf_8. The post-synthesis cell area is 0.003784 mm2. The count of instantiated cells in the yosys netlist is 460.

The buffer levels on the longest clock path is 2. The peak per-stage delay on the critical path is 0.82 ns. The min-delay analysis places its worst path in the category reg -> reg. The part of the cycle the worst path needs is 0.8096. For this run, the script counts the antenna cells in the layout as 0. The chip area line in the Yosys stat output reads 0.003784 mm2.

The tally of buffers added on design ports is 20. The total global routing track utilization is 0.1711. The number of antenna violations at the first check in global routing is 0. For this run, the top clock speed supported by timing is 0.2246 GHz.

The number of gates given a new drive strength after cts is 0. The number of hold violations in the final report is 0. The total power divided by cell area is 495.7 mW/mm2. The slew at the pin closest to its max-slew limit is 0.7702 ns.

The count of buffers added by post-CTS timing repair for setup is 0. For this design the static power due to leakage is 1.515 nW. The netlist uses 73 different library cells. In the floorplan report the effective utilization is 0.4114. For reference, the critical path is launched at minuto[3]. The count of tool warnings is 29. The register-to-register setup slack is 1.05 ns. The instance tally after logic synthesis is 460. After detailed routing, the number of remaining DRC violations is 0. On the critical path, the stage with the largest delay is an instance of sky130_fd_sc_hd__edfxtp_1. After layout, the minimum clock period comes to 4.453 ns. The post-synthesis area per instance is 8.225 um2.

For this block, the via count after detailed routing is 3293. Max fanout on the critical path was recorded as 24. The number of cells on the worst reg-to-reg path is 14. In this run, synthesis inferred 22 flip-flops with an integrated enable. Entering global routing, the biggest net connects 34 pins. The most critical hold endpoint after final layout shows a slack of 0.4766 ns. The post-synthesis to final-layout area growth is 9.722%. The final number of setup-violating endpoints is 0.

The worst hold path begins at count[12]. The kind of critical path is reg -> reg. The number of register bits inferred by synthesis is 55. In this run the critical register-to-register path is captured at d.

The congestion estimate from routability-driven global placement came to 0.9048. In this run, post-CTS hold repair placed 0 buffers. The worst setup path endpoint is d. IR analysis of the VDD net gives a maximum drop of 219.7 uV.

The via count of the first global-routing pass is 2861. The total number of placement rows is 35. The worst setup path is captured at a register.

The final max-slew violation count recorded for this run is 0. The dominant register cell in the synthesized netlist is sky130_fd_sc_hd__dfxtp_1. The worst register-to-register path begins at minuto[3]. The sequential area share after synthesis is 0.3492. The type of element launching the critical path is a register.
-- layout make-up --
type                    instances  area (um2)  share of cell area
flip-flops and latches         55        1321              0.3183
well taps                     111       138.9             0.03345
repair buffers                 25       237.7             0.05726
multi-input cells             369        2306              0.5555
clock buffers                   5       68.82             0.01658
inverters                      15       56.30             0.01356
clock inverters                 3       22.52            0.005425
-- layer usage --
layer	vias up	track usage	wire length [um]
li1	1713	-	-
met1	1506	0.3001	4369
met2	69	0.2431	3417
met3	5	0.01358	316
met4	0	0.01471	58
met5	-	0	0
-- cells by family (layout without fill, tap and decap cells) --
group,Yosys count,count (layout),synth area share
multiplexers,4,4,0.01124
AND/OR/NAND/NOR,193,193,0.2784
flip-flops,55,55,0.3492
AND-OR/OR-AND,135,135,0.2331
buffers and inverters,42,48,0.04729
XOR/XNOR,21,21,0.05060
adder cells (fa/ha/maj),9,9,0.02910
other,1,7,0.0009911
-- report_power, final --
| group | leakage [nW] | switching, mW | internal [mW] | total, mW |
|---|---|---|---|---|
| clock | 0.0504 | 0.135 | 0.0926 | 0.228 |
| sequential | 0.476 | 0.0806 | 0.564 | 0.645 |
| combinational | 0.989 | 0.686 | 0.500 | 1.19 |
| total | 1.52 | 0.902 | 1.16 | 2.06 |
-- Yosys cell counts (3+ instances only) --
cell type | count | area share
sky130_fd_sc_hd__o211ai_1 | 3 | 0.0060
sky130_fd_sc_hd__and3_1 | 7 | 0.012
sky130_fd_sc_hd__inv_1 | 15 | 0.015
sky130_fd_sc_hd__clkbuf_1 | 16 | 0.016
sky130_fd_sc_hd__dfxtp_1 | 33 | 0.17
sky130_fd_sc_hd__o22ai_1 | 3 | 0.0050
sky130_fd_sc_hd__a21oi_1 | 38 | 0.050
sky130_fd_sc_hd__nor3_1 | 10 | 0.013
sky130_fd_sc_hd__buf_2 | 4 | 0.0053
sky130_fd_sc_hd__xnor2_1 | 9 | 0.021
sky130_fd_sc_hd__o21a_1 | 4 | 0.0079
sky130_fd_sc_hd__nand3_1 | 17 | 0.022
sky130_fd_sc_hd__nand2_1 | 32 | 0.032
sky130_fd_sc_hd__or2_2 | 3 | 0.0050
sky130_fd_sc_hd__ha_1 | 8 | 0.026
sky130_fd_sc_hd__edfxtp_1 | 22 | 0.17
sky130_fd_sc_hd__and2_1 | 19 | 0.031
sky130_fd_sc_hd__nand2b_1 | 8 | 0.013
sky130_fd_sc_hd__buf_1 | 4 | 0.0040
sky130_fd_sc_hd__o22a_1 | 3 | 0.0069
sky130_fd_sc_hd__o31a_1 | 4 | 0.0093
sky130_fd_sc_hd__nand4_1 | 12 | 0.020
sky130_fd_sc_hd__nor2b_1 | 8 | 0.013
sky130_fd_sc_hd__a31oi_1 | 14 | 0.023
sky130_fd_sc_hd__o31ai_1 | 5 | 0.0099
sky130_fd_sc_hd__nor2_1 | 47 | 0.047
sky130_fd_sc_hd__xor2_1 | 11 | 0.025
sky130_fd_sc_hd__nor4_1 | 7 | 0.012
sky130_fd_sc_hd__o21ai_0 | 26 | 0.034
sky130_fd_sc_hd__a21o_1 | 3 | 0.0060
-- worst max-delay path: cells and delay by family (launching register included) --
kind	cells	cell delay, ns
AND-OR/OR-AND	5	1.52
adder cells (fa/ha/maj)	2	0.74
buffers and inverters	2	0.42
flip-flops	1	0.82
AND/OR/NAND/NOR	5	0.68
-- worst min path at each step --
stage,to,slack (ns),cells past startpoint
CTS,count[12],0.48,2
global route,count[12],0.50,2
finish,count[12],0.48,2
-- stage by stage --
stage | worst slack (ns) | cells | power, mW | utilization | area [um2]
after global placement | 1.125 | 575 | 1.821 | 0.4415 | 4060
after CTS | 1.053 | 583 | 2.068 | 0.4514 | 4151
after floorplan | 1.793 | 466 | 1.523 | - | 3806
after detailed placement | 1.067 | 575 | 1.831 | 0.4415 | 4060
after global routing | 0.6242 | 583 | 2.247 | 0.4514 | 4151
final | 1.047 | 583 | 2.058 | 0.4514 | 4151
Power figures rest on the tool's default switching activity, not on a simulated workload.
