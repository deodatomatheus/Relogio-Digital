**config.mk**
```make
export PLATFORM = sky130hd
export DESIGN_NAME = minutosC
export DESIGN_NICKNAME = minutosC
export VERILOG_FILES = /design/flow/design.v
export SDC_FILE = /design/flow/constraint.sdc
export NUM_CORES = 4
export LEC_CHECK = 1
export CORE_UTILIZATION = 40
```
**constraint.sdc**
```tcl
current_design minutosC

set clk_period 8.3
set clk_io_pct 0.2

create_clock -name clk0 -period $clk_period [get_ports {clock}]

set non_clock_inputs [all_inputs -no_clocks]
set_input_delay [expr $clk_period * $clk_io_pct] -clock clk0 $non_clock_inputs
set_output_delay [expr $clk_period * $clk_io_pct] -clock clk0 [all_outputs]
```
**design.v**
```verilog
module minutosC(clock1, clock, ZERA, SW17, clockOUT, a, b, c, d, e, f, g, a1, b1, c1, d1, e1, f1, g1);
input ZERA, clock1, clock, SW17;
output reg clockOUT, a, b, c, d, e, f, g, a1, b1, c1, d1, e1, f1, g1;
reg estado;
reg [31:0]count;
reg [3:0]segundo;
initial count = 0;
initial clockOUT = 0;
always @(posedge clock) begin	
	if(ZERA == 0 && SW17==0)
		estado = 0;
	else if(ZERA == 1 && SW17==0)
		estado = 1;	
end
always @(posedge clock) begin
	case(clock1)
		1 :	count = count + 1;
	endcase
	case(estado)
		0 : begin				
				if(count == 1)begin
					segundo = segundo + 1; 
					count = 0;
					end
				if(segundo == 60)begin
					clockOUT = 1;
					segundo = 0;
					end
				else
					clockOUT = 0;
			end			
		1 : begin
				segundo = 0;
			end					
	endcase		
	case(segundo%10)
		0 : begin a <= 0 ; b <= 0 ; c <= 0 ; d <= 0 ; e <= 0 ; f <= 0 ; g <= 1 ;end
		1 : begin a <= 1 ; b <= 0 ; c <= 0 ; d <= 1 ; e <= 1 ; f <= 1 ; g <= 1 ;end
		2 : begin a <= 0 ; b <= 0 ; c <= 1 ; d <= 0 ; e <= 0 ; f <= 1 ; g <= 0 ;end
		3 : begin a <= 0 ; b <= 0 ; c <= 0 ; d <= 0 ; e <= 1 ; f <= 1 ; g <= 0 ;end
		4 : begin a <= 1 ; b <= 0 ; c <= 0 ; d <= 1 ; e <= 1 ; f <= 0 ; g <= 0 ;end
		5 : begin a <= 0 ; b <= 1 ; c <= 0 ; d <= 0 ; e <= 1 ; f <= 0 ; g <= 0 ;end
		6 : begin a <= 0 ; b <= 1 ; c <= 0 ; d <= 0 ; e <= 0 ; f <= 0 ; g <= 0 ;end
		7 : begin a <= 0 ; b <= 0 ; c <= 0 ; d <= 1 ; e <= 1 ; f <= 1 ; g <= 1 ;end
		8 : begin a <= 0 ; b <= 0 ; c <= 0 ; d <= 0 ; e <= 0 ; f <= 0 ; g <= 0 ;end
		9 :	begin a <= 0 ; b <= 0 ; c <= 0 ; d <= 0 ; e <= 1 ; f <= 0 ; g <= 0 ;end
	endcase
	case(segundo/10)
		0 : begin a1 <= 0 ; b1 <= 0 ; c1 <= 0 ; d1 <= 0 ; e1 <= 0 ; f1 <= 0 ; g1 <= 1 ;end
		1 : begin a1 <= 1 ; b1 <= 0 ; c1 <= 0 ; d1 <= 1 ; e1 <= 1 ; f1 <= 1 ; g1 <= 1 ;end
		2 : begin a1 <= 0 ; b1 <= 0 ; c1 <= 1 ; d1 <= 0 ; e1 <= 0 ; f1 <= 1 ; g1 <= 0 ;end
		3 : begin a1 <= 0 ; b1 <= 0 ; c1 <= 0 ; d1 <= 0 ; e1 <= 1 ; f1 <= 1 ; g1 <= 0 ;end
		4 : begin a1 <= 1 ; b1 <= 0 ; c1 <= 0 ; d1 <= 1 ; e1 <= 1 ; f1 <= 0 ; g1 <= 0 ;end
		5 : begin a1 <= 0 ; b1 <= 1 ; c1 <= 0 ; d1 <= 0 ; e1 <= 1 ; f1 <= 0 ; g1 <= 0 ;end
		6 : begin a1 <= 0 ; b1 <= 1 ; c1 <= 0 ; d1 <= 0 ; e1 <= 0 ; f1 <= 0 ; g1 <= 0 ;end
		7 : begin a1 <= 0 ; b1 <= 0 ; c1 <= 0 ; d1 <= 1 ; e1 <= 1 ; f1 <= 1 ; g1 <= 1 ;end
		8 : begin a1 <= 0 ; b1 <= 0 ; c1 <= 0 ; d1 <= 0 ; e1 <= 0 ; f1 <= 0 ; g1 <= 0 ;end
		9 :	begin a1 <= 0 ; b1 <= 0 ; c1 <= 0 ; d1 <= 0 ; e1 <= 1 ; f1 <= 0 ; g1 <= 0 ;end
	endcase
end
endmodule
```
**run.sh**
```bash
#!/bin/bash
# OpenROAD 26Q1-2900-gdf79404cd8, Yosys 0.63+post, stock flow scripts
make -C /OpenROAD-flow-scripts/flow DESIGN_CONFIG=/design/flow/config.mk WORK_HOME=/design/flow/orfs finish
```
==> impl_metrics.env <==
# physical design summary
export IMPL_area_leaders="dfxtp_1 (28%), edfxtp_1 (7.8%), xnor2_1 (7.8%), xor2_1 (4.9%), nand4_1 (3.0%)"
export IMPL_fin_skew_ns=0.00664
export IMPL_violations="DRC"
export IMPL_final_setup_tns_ns=0
export IMPL_diodes=0
export IMPL_cp_max_fo=10
export IMPL_finalClockPeriodUsage_pct=83.1
export IMPL_run_status="finished with violations"
export IMPL_worstHoldStart="count[20]"
export IMPL_die_h_um=84.0
export IMPL_fp_row_count=29
export IMPL_hold_depth=1
export IMPL_clock_latency_ns=0.29
export IMPL_wl_met1_um=2570
export IMPL_tritoncts="built"
export IMPL_cp_slowest_cell="clkdlybuf4s50_1"
export IMPL_warning_count=26
export IMPL_min_path_type="reg -> reg"
export IMPL_hpwl_um=3510
export IMPL_area_delta_synth_final_pct=8.90
export IMPL_syn_area_um2=2690
export IMPL_worstMarginPinSlew_ns=0.637
export IMPL_clkPwrFrac_pct=34.5
export IMPL_drv_cap=0
export IMPL_die_area_um2=7050
export IMPL_top_area_cell="dfxtp_1"
export IMPL_pwr_share_seq_pct=49.9
export IMPL_io_buffers=14
export IMPL_ys_chip_area_um2=2690
export IMPL_required_ns=8.34
export IMPL_cts_buffers=5
export IMPL_grt_pass1_wl_um=8200
export IMPL_fmax_ghz=0.145
export IMPL_timing_critical_path_buf_inv=2
export IMPL_hold_viol_final=0
export IMPL_totalWireLength_um=4760
export IMPL_path_depth=14
export IMPL_power_uw=561
export IMPL_ff_type="dfxtp_1"
export IMPL_post_cts_resized=0
export IMPL_first_iter_violations=71
export IMPL_synthArstFlopShare_pct=0
export IMPL_drive_above_1_share_pct=10.8
export IMPL_cts_max_path_buffers=2
export IMPL_syn_inst=286
export IMPL_cp_top_family="simple AND/OR/NAND/NOR gates"
export IMPL_path_cells="clkdlybuf4s50_1 -> and4_1 -> or4b_1 -> nor4_1 -> xor2_1 -> or4b_1 -> nor4_1 -> mux2i_1 -> clkinv_2 -> ha_1 -> nand4_1 -> o211ai_2 -> a221oi_4 -> o22ai_1"
export IMPL_clkSinkCount=45
export IMPL_slew_viol_final=0
export IMPL_syn_area_per_cell_um2=9.39
export IMPL_num_vias=1946
export IMPL_switching_power_uw=147
export IMPL_slowest_delay_ns=0.64
export IMPL_ys_ff=45
export IMPL_wire_per_inst_um=13.0
export IMPL_max_slew_margin_rel_pct=57.2
export IMPL_postCtsSetupBuffers=0
export IMPL_largest_reg_flops=32
export IMPL_startpoint_type="input pin"
export IMPL_r2r_start="count[0]"
export IMPL_firstDrtPassIters=47
export IMPL_combPwrFrac_pct=15.6
export IMPL_die_w_um=84.0
export IMPL_initial_core_util_pct=41.8
export IMPL_worst_slack_ns=1.40
export IMPL_pre_cts_ws_ns=1.13
export IMPL_cts_root_buf="clkbuf_8"
export IMPL_intPower_uw=414
export IMPL_worst_r2r_path_depth=14
export IMPL_fin_crit_ns=6.90
export IMPL_synth_seq_area_share_pct=36.1
export IMPL_grt_pass1_vias=1732
export IMPL_grt_max_degree=15
export IMPL_edf_count=7
export IMPL_final_antenna_net_count=0
export IMPL_p_leak_uw=0.00108
export IMPL_htreeDepth=2
export IMPL_synth_cell_types=69
export IMPL_grt_usage_pct=14.3
export IMPL_critPathKind="in -> reg"
export IMPL_setup_viol=0
export IMPL_synth_warnings=1
export IMPL_power_density_nw_per_um2=192
export IMPL_core_area_um2=6420
export IMPL_cp_startpoint="clock1"
export IMPL_synth_top_area_share_pct=28.3
export IMPL_crit_path_end_kind="register"
export IMPL_placed_cells=357
export IMPL_antenna_found_initial=0
export IMPL_wl_met2_um=1960
export IMPL_globalplace_congestion=0.855
export IMPL_highest_layer="met4"
export IMPL_wl_met3_um=208
export IMPL_ios=19
export IMPL_vias_per_cell=5.33
export IMPL_critical_path_arrival_ns=6.94
export IMPL_holdBufCountCts=0
export IMPL_rsz0062_at_grt="no"
export IMPL_sw_frac_of_total_pct=26.2
export IMPL_grt_overflow=0
export IMPL_top_cells_by_count="dfxtp_1 (38), xnor2_1 (24), inv_1 (16)"
export IMPL_ir_worst_vdd_uv=80.7
export IMPL_drcViolationCount=6
export IMPL_stdcell_count=365
export IMPL_synth_top_cell_by_count="dfxtp_1"
export IMPL_yosysCellCount=286
export IMPL_clkTransAtPathRegs_ns=0.09
-- power by group through the flow --
| stage | combinational, uW | clock, uW | sequential, uW |
|---|---|---|---|
| final | 87.6 | 193 | 280 |
| after global routing | 97.1 | 210 | 284 |
| after CTS | 88.4 | 199 | 280 |
-- layout make-up --
type	count	area, um2
inverter	19	73.8
fill	606	3500
tap	77	96.3
clock inverter	3	65.1
timing repair buffer	14	140
multi-input combinational	202	1510
clock buffer	5	68.8
sequential	45	971
-- layout by cell type (no fill, tap or decap), types with 9 or more instances in the layout --
cell type / n
clkdlybuf4s50_1: 14
nor3_1: 9
nand4_1: 13
xnor2_1: 24
xor2_1: 15
dfxtp_1: 38
nor2_1: 9
inv_1: 16
nand2_1: 15
nand3_1: 15
-- logic make-up after synthesis --
| group | Yosys count | synth area share [%] |
|---|---|---|
| compound gates | 34 | 11.3 |
| xor+xnor | 39 | 12.7 |
| fa+ha+maj | 6 | 2.70 |
| buf+inv | 41 | 7.92 |
| flops | 45 | 36.1 |
| mux | 9 | 3.68 |
| other cells | 2 | 0.280 |
| simple gates | 110 | 25.3 |
-- metrics by stage --
| step | utilization [%] | area, um2 | hold slack [ns] |
|---|---|---|---|
| finish | 45.5 | 2930 | 0.505 |
| CTS | 45.5 | 2930 | 0.505 |
| floorplan | - | 2690 | 0.464 |
| global route | 45.5 | 2930 | 0.530 |
| detailed placement | 43.5 | 2790 | 0.491 |
| global placement | 43.5 | 2790 | 0.494 |
-- path summary, 6_finish.rpt --
kind               end  slack, ns
max                  e       1.40
min          count[20]       0.51
max reg2reg          e       2.81
min reg2reg  count[20]       0.51
-- metal layers --
layer  track usage, %  up-vias
met5                0        -
met4             1.72        0
met3             2.01        2
met2             20.3       44
met1             24.3      873
li1                 -     1027
Power and IR drop assume default switching activity.
